**/design/flow/config.mk**
```make
export PLATFORM = sky130hd
export DESIGN_NAME = clkdiv
export DESIGN_NICKNAME = clkdiv
export VERILOG_FILES = /design/flow/design.v
export SDC_FILE = /design/flow/constraint.sdc
export NUM_CORES = 4
export LEC_CHECK = 1
export CORE_AREA = 10 10 85 85
export DIE_AREA = 0 0 95 95
```
**/design/flow/constraint.sdc**
```tcl
current_design clkdiv

set clk_period 2.3
set clk_io_pct 0.2

create_clock -name clk0 -period $clk_period [get_ports {clk_in}]

set non_clock_inputs [all_inputs -no_clocks]
set_input_delay [expr $clk_period * $clk_io_pct] -clock clk0 $non_clock_inputs
set_output_delay [expr $clk_period * $clk_io_pct] -clock clk0 [all_outputs]
```
**/design/flow/design.v**
```verilog
module clkdiv (input clk_in, output clk_out);
	parameter counter_threshold = 1;
	reg [31:0] clk_counter;
	reg clk_out_reg;
	assign clk_out = clk_out_reg;
	initial begin
		clk_counter = 32'b0;
		clk_out_reg <= 1'b1;
	end
	always @ (posedge clk_in) begin
		if (clk_counter >= counter_threshold) begin
			clk_counter <= 32'b0;
			clk_out_reg <= ~clk_out_reg;
		end
		else begin
			clk_counter <= clk_counter + 32'b1;
		end
	end
endmodule
```
**/design/flow/run.sh**
```bash
#!/bin/bash
# OpenROAD 26Q1-2900-gdf79404cd8, Yosys 0.63+post, stock flow scripts
make -C /OpenROAD-flow-scripts/flow DESIGN_CONFIG=/design/flow/config.mk WORK_HOME=/design/flow/orfs finish
```
==> flow_summary.json <==
{
  "clk_pin_slew_worst_paths_ns": 0.06,
  "fp.coreArea_sq_um": 5473,
  "log.warning_count": 27,
  "outcome": "finished, final reports clean",
  "cp_data_arrival_time_ns": 1.07,
  "nFillCells": 593,
  "first_global_vias": 342,
  "yosys_warnings": 1,
  "hpwlAfterDp_um": 552,
  "fp_util_pct": 15.25,
  "crit_chain": "clkdlybuf4s50_1",
  "crit_type": "reg2out",
  "route.detailed.wl_per_inst_um": 5.400,
  "synth-async-reset-ratio_pct": 0,
  "detailedRoute.firstIterationViolations": 5,
  "drive_gt1_share_pct": 9.677,
  "detail_route.vias_per_cell": 2.485,
  "syn_to_layout_area_delta_pct": 38.53,
  "finalCriticalPeriod_ns": 1.530,
  "die-height_um": 95,
  "timing_max_transition_violations_final": 0,
  "grt_usage_pct": 2.036,
  "final_min_period_over_clock_period_pct": 66.51,
  "fp-row-count": 27,
  "io_pins": 2,
  "slowest_delay_ns": 0.46,
  "postSynthCellCount": 56,
  "netlist.top_cell.by_area": "dfxtp_1",
  "synth_stat.cells": 56,
  "yosys_register_bits": 33,
  "cp_num_buf_inv": 1,
  "rrSetupSlack_ns": 0.86,
  "synth_chip_area_sq_um": 834.6,
  "cts_resized": 0,
  "holdCritPathClass": "reg2reg",
  "timing.critical_path.fanout_max": 2,
  "crit_family": "buffers and inverters",
  "htreeDepth": 2,
  "grt_first_pass_wirelength_mm": 1.462,
  "cts.hold.buffers_added": 0,
  "setup.worst_path.end_class": "primary output",
  "skew_ns": 0.004803,
  "die_width_um": 95,
  "yosys_most_used_dff": "dfxtp_1",
  "post-synth-top-area-fraction_pct": 76.76,
  "wl_um": 891,
  "cts.sink_count": 33,
  "max-cap-violations": 0,
  "cts_post_setup_buffers_inserted": 0,
  "syn-mean-instance-area_sq_um": 14.90,
  "highest_clock_rate_ghz": 0.6537,
  "cts_tree": "done",
  "dp_cells": 157,
  "peakVddDrop_uv": 326.9,
  "hold_viol": 0,
  "vias": 410,
  "top_cells_by_count": "dfxtp_1 (32), nor4_1 (6), inv_1 (4)",
  "cts_max_path_buffers": 2,
  "drtAntennaViolNets": 0,
  "cp_max_stage_cell": "clkdlybuf4s50_1",
  "power.leakage_nw": 0.4779,
  "netlist_top_cells_area": "dfxtp_1 (77%), ha_1 (4.5%), nor4_1 (4.5%)",
  "setup_tns_ns": 0,
  "layout.area.comb_sq_um": 254.0,
  "edf_count": 1,
  "largest_register_ff_count": 32,
  "io_buffer_count": 1,
  "antenna_violations_before_repair": 0,
  "numCtsBuffers": 5,
  "ctsRootBufferMaster": "clkbuf_8",
  "grt_overflow": 0,
  "unrepaired_setup_endpoints_after_global_routing": "false",
  "gpl.final_weighted_congestion": 0.7475,
  "power_density_nw_per_um2": 1001,
  "post-route-drc-count": 0,
  "worst_setup_path_start_kind": "flip-flop",
  "register_area_sq_um": 670.6,
  "chip_area_sq_um": 9025,
  "n_antenna_cell": 0,
  "share_of_synthesized_area_occupied_by_flip_flops_and_latches_pct": 80.36,
  "layoutNonFillerInstCount": 165,
  "maximum_number_of_pins_on_one_net_before_global_route_repair": 11,
  "synth_cell_types": 12,
  "drt-pass1-iter-count": 2,
  "cp_data_required_time_ns": 1.84,
  "synth_area_sq_um": 834.6,
  "yosys.cell_count.top_type": "dfxtp_1",
  "clock_insertion_delay_worst_skew_ns": 0.27,
  "finalSetupViolCount": 0
}
cells in the final DEF, fill, tap and decap left out:
master	n
dfxtp_1	32
conb_1	29
nor4_1	6
clkbuf_8	6
inv_1	4
nor3_1	3
ha_1	3
nand4_1	2
nor4b_2	1
nor4_2	1
or2_1	1
xnor2_1	1
edfxtp_1	1
bufinv_16	1
clkbuf_1	1
clkdlybuf4s50_1	1
power by group:
part | internal (W) | switching [W]
sequential | 0.000602 | 0.00000746
clock | 0.000353 | 0.000187
combinational | 0.00000265 | 0.00000552
area by class of cell:
cell class / count / area share (%)
multi-input combinational: 47 / 21.97
clock buffer: 7 / 7.468
clock inverter: 1 / 2.597
inverter: 4 / 1.299
sequential: 33 / 58.01
tap: 72 / 7.792
timing repair buffer: 1 / 0.8658
final timing paths:
kind | start | end | cells after the start
min reg2reg | clk_counter[0]$_SDFF_PP0_ | clk_counter[0]$_SDFF_PP0_ | 1
max reg2reg | clk_counter[1]$_SDFF_PP0_ | clk_out_reg$_DFFE_PP_ | 5
max | clk_out_reg$_DFFE_PP_ | clk_out | 1
min | clk_counter[0]$_SDFF_PP0_ | clk_counter[0]$_SDFF_PP0_ | 1
cell families after synthesis:
kind of cell  share of synthesized area, %
fa+ha+maj                            4.498
xor+xnor                             1.050
flops                                80.36
buf+inv                              1.799
other cells                         0.4493
simple gates                         11.84
routing by layer:
metal,GRT usage [%],up-vias,part of all wire [%]
met4,1.496,0,8.1
li1,-,231,-
met3,1.042,7,6.7
met1,2.633,164,53
met5,0,-,0
met2,2.517,8,32
stage by stage:
step / instance area (sq um) / util (%) / power, W / setup slack (ns) / hold WS, ns
floorplan: 939.7 / - / 0.0006270 / 0.9892 / 0.4601
global placement: 1040 / 19.00 / 0.0006293 / 0.8735 / 0.4872
detailed placement: 1040 / 19.00 / 0.0006302 / 0.8866 / 0.4899
CTS: 1156 / 21.12 / 0.001175 / 0.7475 / 0.5060
global route: 1156 / 21.12 / 0.001200 / 0.7074 / 0.5311
finish: 1156 / 21.12 / 0.001157 / 0.7702 / 0.4998
Power figures rest on the tool's default switching activity, not on a simulated workload.
